File: config.mk
export PLATFORM = sky130hd
export DESIGN_NAME = decode_pipe
export DESIGN_NICKNAME = decode_pipe
export VERILOG_FILES = /design/flow/design.v
export SDC_FILE = /design/flow/constraint.sdc
export NUM_CORES = 4
export LEC_CHECK = 1
export CORE_AREA = 10 10 195 195
export DIE_AREA = 0 0 205 205
File: constraint.sdc
current_design decode_pipe

set clk_period 1.0
set clk_io_pct 0.2

create_clock -name clk0 -period $clk_period [get_ports {clk}]

set non_clock_inputs [all_inputs -no_clocks]
set_input_delay [expr $clk_period * $clk_io_pct] -clock clk0 $non_clock_inputs
set_output_delay [expr $clk_period * $clk_io_pct] -clock clk0 [all_outputs]
File: design.v
module  decode_pipe(
  input wire clk,
  input wire rst,
  input wire load_in,
  input wire store_in,
  input wire jalr_in,
  input wire next_sel_in,
  input wire branch_result_in,
  input wire reg_write_in,
  input wire [4:0] rs1_in,
  input wire [4:0] rs2_in, 
  input wire [3:0] alu_control_in,
  input wire [1:0]  mem_to_reg_in,
  input wire [31:0] opa_mux_in,
  input wire [31:0] opb_mux_in,
  input wire [31:0] opb_data_in,
  input wire [31:0] pre_address_in,
  input wire [31:0] instruction_in,
  output wire load,
  output wire store,
  output wire jalr_out,
  output wire next_sel,
  output wire branch_result,
  output wire reg_write_out,
  output wire [4:0] rs1_out,
  output wire [4:0] rs2_out,
  output wire [3:0] alu_control,
  output wire [1:0]  mem_to_reg,
  output wire [31:0] opa_mux_out,
  output wire [31:0] opb_mux_out,
  output wire [31:0] opb_data_out,
  output wire [31:0] pre_address_out,
  output wire [31:0] instruction_out
 );
  reg l,s,nextsel,branch_res,jalr;
  reg reg_write;
  reg [1:0] mem_reg;
  reg [3:0] alu_con;
  reg [4:0] rs1;
  reg [4:0] rs2;
  reg [31:0] opa_mux,opb_mux,opb_data,pre_address,instruction;
  always @ (posedge clk or negedge rst) begin
    if (!rst) begin
      l           <= 0;
      s           <= 0;
      jalr        <= 0;
      nextsel     <= 0;
      branch_res  <= 0;
      mem_reg     <= 0;
      alu_con     <= 0;
      opa_mux     <= 0;
      opb_mux     <= 0;
      opb_data    <= 0;
      pre_address <= 0;
      instruction <= 0;
      reg_write   <= 0;
      rs1         <= 0;
      rs2         <= 0;
    end
    else begin
      l           <= load_in;
      s           <= store_in;
      jalr        <= jalr_in;
      nextsel     <= next_sel_in;
      branch_res  <= branch_result_in;
      mem_reg     <= mem_to_reg_in;
      alu_con     <= alu_control_in;
      opa_mux     <= opa_mux_in;
      opb_mux     <= opb_mux_in;
      opb_data    <= opb_data_in;
      pre_address <= pre_address_in;
      instruction <= instruction_in;
      reg_write   <= reg_write_in;
      rs1         <= rs1_in;
      rs2         <= rs2_in;
    end
  end
  assign load             = l;
  assign store            = s;
  assign rs1_out          = rs1;
  assign rs2_out          = rs2;
  assign jalr_out         = jalr;
  assign next_sel         = nextsel;
  assign reg_write_out    = reg_write;
  assign branch_result    = branch_res;
  assign mem_to_reg       = mem_reg;
  assign alu_control      = alu_con;
  assign opa_mux_out      = opa_mux;
  assign opb_mux_out      = opb_mux;
  assign opb_data_out     = opb_data;
  assign instruction_out  = instruction;
  assign pre_address_out  = pre_address;
endmodule
File: run.sh
#!/bin/bash
# OpenROAD 26Q1-2900-gdf79404cd8, Yosys 0.63+post, stock flow scripts
make -C /OpenROAD-flow-scripts/flow DESIGN_CONFIG=/design/flow/config.mk WORK_HOME=/design/flow/orfs finish
==> impl_metrics.toml <==
# yosys + openroad results
[drt]
final_antenna_net_count = 0
via_count = 3000
dr.pass1.iters = 4
vias_per_cell = 2.885
dr.first_iter.drc_count = 92
drc_errors = 0
n_antenna_cell = 0
wl_um = 16730
wl_per_cell_um = 16.09

[sta]
grt_setup_unrepaired = "yes"
hold_violations = 0
slew_viol_final = 0
fin_crit_sh_pct = 114.4
min_period_ns = 1.144
fmax_mhz = 874.0
worstMarginPinSlew_ns = 0.3156
finalSetupViolations = 182
slew-limit-headroom_pct = 78.96
fin_ws_ns = -0.1442

[job]
maxCapViolCount = 0
warning_count = 27

[critical_path]
crit_fanout = 1
required_ns = 0.80
critical_path.top_delay_family = "flip-flops"
crit_cells = 1
worst-path-buf-inv = 1
cp_slowest_cell = "dfrtp_1"
slowest_delay_ns = 0.38
worstPathArrival_ns = 0.94
crit_path_start = "opa_mux[31]"
endpoint = "opa_mux_out[31]"
setup.worst_path.start_class = "register"
path_cells = "buf_2"
end_kind = "output port"
worstSetupPathType = "register to output port"

[place]
hpwlAfterDp_um = 13720
place_congestion = 0.7910
place_ws_ns = -0.08189
port_buffers = 365

[final_layout]
logic_gates = 0
seq_area_sq_mm = 0.004554
n_fill_cell = 3505
areaGrowthSynthToFinish_pct = 89.07
drive_gt1_share_pct = 38.18
logic_area_sq_um = 0

[synth]
syn_area_sq_mm = 0.004554
avgSynthCellArea_sq_um = 25.02
ys_types = 1
yosys_area_sq_mm = 0.004554
yosysWarnings = 1
ys_cells = 182
postSynthSeqShare_pct = 100.0
syn_inst = 182
synth_flops = 182

[floorplan]
core-area_sq_mm = 0.03362
die_h_um = 205
die_w_um = 205
ioPinCount = 366
chipArea_sq_mm = 0.04203
initCoreUtil_pct = 13.55
row_count = 67

[clocking]
cts_buffers = 17
clkTransAtPathRegs_ns = 0.07
post_cts_buffers = 0
cts-root-buf = "clkbuf_16"
clock_sinks = 182
h-tree-depth = 4
cts_buffer_depth = 2
cts_tree = "yes"

[global_routing]
grt_overflow = 0
grt_usage_pct = 7.792
grt_pass1_vias = 3372
antenna_found_initial = 0
grt_max_degree = 58
grt_pass1_wl_um = 24020

[worst_hold_path]
hold_class = "primary input to asynchronous set/reset pin"

[power_and_ir_drop]
leakage_nw = 3.916
powerDensity_mw_per_mm2 = 1825
ir_drop_mv = 1.212
power_mw = 15.72

[run_status]
status = "complete, but fails checks"
violations = "negative setup slack"
-- where the power goes --
group          total [mW]  internal [mW]  switching [mW]
Sequential           7.80           7.72          0.0772
Combinational        1.28          0.917           0.361
Clock                6.64           3.58            3.06
Total                15.7           12.2            3.50
-- synthesized netlist by cell type --
library cell | number | share of area, %
dfrtp_1 | 182 | 100
-- cell type report --
class | count | share of cell area [%]
Sequential cell | 182 | 52.89
Clock buffer | 19 | 5.144
Tap cell | 448 | 6.510
Timing Repair Buffer | 378 | 33.86
Clock inverter | 13 | 1.598
-- per-layer routing --
metal,global-route usage (%),routed length (um),vias up
li1,-,-,1357
met1,9.044,6092,1457
met2,12.88,8526,172
met3,4.164,1888,14
met4,0.9976,225,0
met5,0,0,-
-- cell families after synthesis --
logic type | count (synthesis) | synth area share, %
DFF | 182 | 100.0
-- metrics by stage --
stage               utilization (%)  std cells  cell area, sq um  TNS [ns]  hold slack (ns)
floorplan                         -        182              4554         0         -0.09559
global placement              26.55       1007              8925   -0.4717          0.07188
detailed placement            26.55       1007              8925   -0.4378          0.06748
CTS                           25.62       1040              8611    -26.91           0.1570
global route                  25.62       1040              8611    -30.07           0.1546
finish                        25.62       1040              8611    -19.66           0.1693
-- worst min path at each step --
stage,startpoint,end,slack [ns],cells past startpoint
6_report,rst,instruction[7],0.17,2
5_1_grt,pre_address_in[16],pre_address[16],0.15,1
4_1_cts,rst,instruction[7],0.16,2
-- repair_timing --
item                       4_1_cts  5_1_grt
hold endpoints to repair       182        0
setup endpoints to repair      182      182
pin swaps                        0        0
gates resized                  604        0
hold buffers                     1        0
-- placed cells by master, fill, tap and decap left out, drive strengths merged --
| cell type | n |
|---|---|
| buf | 194 |
| dfrtp | 182 |
| clkdlybuf4s50 | 182 |
| clkbuf | 20 |
| inv | 7 |
| clkinvlp | 4 |
| clkinv | 1 |
| bufinv | 1 |
| dlygate4sd3 | 1 |
Power is estimated from default activity; no workload was simulated.
