==> flow/config.mk <==
export PLATFORM = sky130hd
export DESIGN_NAME = execute_pipe
export DESIGN_NICKNAME = execute_pipe
export VERILOG_FILES = /design/flow/design.v
export SDC_FILE = /design/flow/constraint.sdc
export NUM_CORES = 4
export LEC_CHECK = 1
export CORE_AREA = 10 10 186 186
export DIE_AREA = 0 0 196 196
==> flow/constraint.sdc <==
current_design execute_pipe

set clk_period 1.0
set clk_io_pct 0.2

create_clock -name clk0 -period $clk_period [get_ports {clk}]

set non_clock_inputs [all_inputs -no_clocks]
set_input_delay [expr $clk_period * $clk_io_pct] -clock clk0 $non_clock_inputs
set_output_delay [expr $clk_period * $clk_io_pct] -clock clk0 [all_outputs]
==> flow/design.v <==
module execute_pipe(
  input wire clk,
  input wire rst,
  input wire load_in,
  input wire store_in,
  input wire reg_write_in,
  input wire [31:0] opb_datain,
  input wire [31:0] alu_res,
  input wire [1:0] mem_reg_in,
  input wire [31:0] next_sel_addr,
  input wire [31:0] pre_address_in,
  input wire [31:0] instruction_in,
  output wire reg_write_out,
  output wire load_out,
  output wire store_out,
  output wire [31:0] opb_dataout,
  output wire [31:0] alu_res_out,
  output wire [1:0] mem_reg_out,
  output wire [31:0] next_sel_address,
  output wire [31:0] pre_address_out,
  output wire [31:0] instruction_out
  );
  reg load , store , reg_write;
  reg [1:0] mem_reg;
  reg [31:0] alu_result , nextsel_addr;
  reg [31:0] pre_address , instruction , opb_data;
  always @ (posedge clk or negedge rst) begin
    if (!rst) begin
      load          <= 0;
      store         <= 0;
      mem_reg       <= 0;
      opb_data      <= 0;
      pre_address   <= 0;
      instruction   <= 0;
      alu_result    <= 0;
      nextsel_addr  <= 0;
      reg_write     <= 0;
    end
    else begin
      load          <= load_in;
      store         <= store_in;
      mem_reg       <= mem_reg_in;
      opb_data      <= opb_datain;
      pre_address   <= pre_address_in;
      instruction   <= instruction_in;
      alu_result    <= alu_res;
      nextsel_addr  <= next_sel_addr;
      reg_write     <= reg_write_in;
    end
  end
  assign reg_write_out    = reg_write;
  assign load_out         = load;
  assign store_out        = store;
  assign mem_reg_out      = mem_reg;
  assign opb_dataout      = opb_data;
  assign alu_res_out      = alu_result;
  assign pre_address_out  = pre_address;
  assign instruction_out  = instruction;
  assign next_sel_address = nextsel_addr;
endmodule
==> flow/run.sh <==
#!/bin/bash
# OpenROAD 26Q1-2900-gdf79404cd8, Yosys 0.63+post, stock flow scripts
make -C /OpenROAD-flow-scripts/flow DESIGN_CONFIG=/design/flow/config.mk WORK_HOME=/design/flow/orfs finish
==> deck_impl_summary.md <==
Synthesis and Place & Route Summary

Logic synthesis
  – Dominant register cell: dfrtp_1
  – Yosys top cell by instances: dfrtp_1
  – Count of library flops with an enable pin: 0
  – Synth Area per Inst: 25.02 µm²
  – Synth Seq Share: 1.000
  – Mapped cell area: between 4000 and 5000 µm²
  – Top cells by area: dfrtp_1 (100%)
  – Synth async-reset ratio: 1.000
  – Syn Inst Count: around 170
  – Synth warn: 1
  – Top-area cell share: 1.000
  – Yosys Instances: 165
  – Synthesized registers: around 170
  – Commonest cells post-synth: dfrtp_1 (165)
  – Yosys top cell by area: dfrtp_1
  – Distinct cells, synth: 1
  – Yosys chip area: 4129 µm²

Job
  – Tool warnings: 27
  – Maxcap violations: 0

Routing
  – Via Count: 2835
  – Post-route ant nets: 0
  – # DRC: 0
  – Wire per inst: 19.66 µm
  – Post-Route WL: about 18 mm
  – DR pass1 iterations: 4
  – Iteration-0 DRC count of the detailed router: slightly above 70
  – Vias per cell: 3.029

Layout
  – Logic area: 0 µm²
  – Final core utilization: 0.2556
  – Syn-to-layout area delta: 89.36%
  – Layout cell share with drive strength beyond 1: 0.3829
  – Comb gates: 0

Critical path
  – Crit-path max cell delay: between 300 and 400 ps
  – Critical Path AT: 940 ps
  – CP bufs+invs: 1
  – Top delay family on crit path: flip-flops
  – Setup crit end kind: output pin
  – Crit-path slowest cell: dfrtp_1
  – Setup Crit Path Kind: reg -> out
  – WP data required: 800 ps
  – Cells along the critical path: buf_2
  – Crit-path max FO: 1
  – Crit start category: flop
  – WP depth: 1

Clocking
  – CTS Root Cell: clkbuf_16
  – CTS Buffer Depth: 2
  – H-tree Lvls: 4
  – Setup bufs post-CTS: 0
  – Clock slew at reported path FFs: 80 ps
  – CTS Sinks: 165
  – Num CTS Buffers: 17
  – CTS tree: yes

Hold path
  – Min-Delay Endpoint: alu_result[27]$_DFF_PN0_
  – Hold path cells: 1
  – Worst min path class: in -> reg
  – Hold Path Origin: alu_res[27]

Floorplan
  – Core Util at FP: 0.1350
  – Total die area: 38420 µm²
  – Die Y: just under 200 µm
  – Rows: roughly 64
  – I/O Pins: roughly 330
  – Core box area: 30590 µm²
  – Die W: 196 µm

Timing
  – Final hold vios: 0
  – Slew @ Worst Pin: 318.4 ps
  – RSZ-0062 raised after global routing: true
  – Post-layout period usage: 1.144
  – F_max: slightly below 900 MHz
  – Final min period: 1144 ps
  – Max-slew violations: 0
  – Post-route worst setup slack: -144.1 ps
  – Final setup viols: 165
  – Worst slew margin: 0.7877

Placement
  – Post-DP HPWL: 15.54 mm
  – RD Place Congestion: ~0.90
  – Port Buffers: 331
  – Dpl ws: -51.98 ps

Global route
  – Largest net degree at the start of global routing: 28
  – Initial antenna violation count: 8
  – Grt total ovfl: 0
  – Tot GR Track Use: 0.09353
  – First-pass GRT wire length: 25.37 mm
  – Vias in the first global route: 3345

Power and ir drop
  – Power Density: 1859 nW/µm²
  – Leak: 3.555 nW
  – Max VDD drop: 1.268 mV

Outcome
  – Violated checks: negative setup slack
  – Status: finished with violations
## worst max-delay path by stage
stage | start | endpoint | slack, ps
5_1_grt | opb_data[19]$_DFF_PN0_ | opb_dataout[19] | -200
4_1_cts | opb_data[9]$_DFF_PN0_ | opb_dataout[9] | -180
6_report | opb_data[19]$_DFF_PN0_ | opb_dataout[19] | -140
## stage by stage
step	power (mW)	TNS [ps]	cell area, µm²	instances	hold WS [ps]
detailed placement	8.811	-588.6	8056	901	113.6
floorplan	7.126	0	4129	165	-95.59
finish	14.53	-18150	7819	936	183.1
global placement	8.811	-651.5	8056	901	114.7
global route	15.19	-25620	7816	935	164.4
CTS	14.82	-23580	7807	934	158.8
## layer usage
metal | track usage | routed length (µm) | up-vias
li1 | - | - | 1238
met1 | 0.1019 | 6337 | 1377
met2 | 0.1534 | 9291 | 191
met3 | 0.05980 | 2478 | 19
met4 | 0.01414 | 239 | 10
met5 | 0 | 54 | -
## report_power, final
part / internal [mW] / switching, mW
combinational: 0.828 / 0.390
sequential: 7.00 / 0.0745
clock: 3.29 / 2.95
total: 11.1 / 3.41
## timing repair
item,CTS,global route
hold buffers,1,0
hold endpoints to repair,165,0
pin swaps,0,0
endpoints found under the setup margin,165,165
resized,574,1
## logic make-up (layout without fill, tap and decap cells)
group,count (synthesis),in the layout,share of synthesized area
other,0,2,0
buffers and inverters,0,373,0
flip-flops,165,165,1.000
## layout by cell type, fill, tap and decap left out
master	Yosys	layout
buf_12	0	4
buf_2	0	164
buf_4	0	5
buf_6	0	2
clkbuf_1	0	1
clkbuf_16	0	17
clkdlybuf4s50_1	0	165
clkinv_4	0	1
clkinv_8	0	2
clkinvlp_4	0	4
dfrtp_1	165	165
diode_2	0	2
dlygate4sd3_1	0	1
inv_6	0	5
inv_8	0	2
## final cells by class
class                 count  area (µm²)
antenna                   2       5.005
clock buffer             18       429.2
clock inverter           14       137.6
fill                   3186       22770
sequential              165        4129
tap                     396       495.5
timing repair buffer    341        2623
Power and IR drop assume default switching activity.
